`constraint.sdc`:
```
current_design SimonControl

set clk_period 1.8
set clk_io_pct 0.2

create_clock -name clk0 -period $clk_period [get_ports {clk}]

set non_clock_inputs [all_inputs -no_clocks]
set_input_delay [expr $clk_period * $clk_io_pct] -clock clk0 $non_clock_inputs
set_output_delay [expr $clk_period * $clk_io_pct] -clock clk0 [all_outputs]
```
`config.mk`:
```
export PLATFORM = sky130hd
export DESIGN_NAME = SimonControl
export DESIGN_NICKNAME = SimonControl
export VERILOG_FILES = /design/flow/design.v
export SDC_FILE = /design/flow/constraint.sdc
export NUM_CORES = 4
export LEC_CHECK = 1
export CORE_AREA = 10 10 70 70
export DIE_AREA = 0 0 80 80
```
`design.v`:
```
module SimonControl(
	input        clk,            
	input        rst,            
	input		 curr_eq_last, 	 
	input		 ptrn_eq_input,  
	input		 is_legal,		 
	input		 curr_level,	 
	output reg	 level_ld,		 
	output reg	 first_ld,		 
	output reg	 first_clr,		 
	output reg	 last_ld,		 
	output reg	 last_clr,		 
	output reg	 curr_ld,		 
	output reg	 curr_set,		 
	output reg	 show_input,	 
	output reg	 w_en,
	output reg  [2:0] mode_leds	 
);
	reg [2:0]	state;
	reg [2:0]	next_state;
	localparam LED_MODE_INPUT    = 3'b001;
	localparam LED_MODE_PLAYBACK = 3'b010;
	localparam LED_MODE_REPEAT   = 3'b100;
	localparam LED_MODE_DONE     = 3'b111;
	localparam STATE_START = 3'd0;
	localparam STATE_INPUT = 3'd1;
	localparam STATE_PLAYBACK = 3'd2;
	localparam STATE_REPEAT = 3'd3;
	localparam STATE_DONE = 3'd4;
	always @( * ) begin
		mode_leds = 3'b000;
		w_en = 0;
		show_input = 0;
		level_ld = 0;
		first_ld = 0;
		first_clr = 0;
		last_ld = 0;
		last_clr = 0;
		curr_set = 0;
		curr_ld = 0;
		if (state == STATE_INPUT) begin
			mode_leds = LED_MODE_INPUT;
			w_en = 1;
			show_input = 1;
			curr_set = 1;
			curr_ld = 1;
		end
		else if (state == STATE_PLAYBACK) begin
			mode_leds = LED_MODE_PLAYBACK;
			if (!curr_eq_last) begin
				curr_ld = 1;
			end
			else begin
				curr_set = 1;
				curr_ld = 1;
			end
		end
		else if (state == STATE_REPEAT) begin
			mode_leds = LED_MODE_REPEAT;
			show_input = 1;
			if (!ptrn_eq_input) begin
				curr_set = 1;
				curr_ld = 1;
			end
			else if (ptrn_eq_input && curr_eq_last) begin
				first_ld = 1;
				last_ld = 1;
			end
			else begin
				curr_ld = 1;
			end
		end
		else if (state == STATE_DONE) begin
			mode_leds = LED_MODE_DONE;
			curr_ld = 1;
		end
		if (rst) begin
			level_ld = 1;
			first_clr = 1;
			last_clr = 1;
		end
	end
	always @( * ) begin
		next_state = state;
		if (state == STATE_INPUT) begin
			if (!curr_level && !is_legal) begin
				next_state = STATE_INPUT;
			end
			else begin
				next_state = STATE_PLAYBACK;
			end
		end
		else if (state == STATE_PLAYBACK) begin
			if (curr_eq_last) begin
				next_state = STATE_REPEAT;
			end
			else begin
				next_state = STATE_PLAYBACK;
			end
		end
		else if (state == STATE_REPEAT) begin
			if (!ptrn_eq_input) begin
				next_state = STATE_DONE;
			end
			else if (ptrn_eq_input && curr_eq_last) begin
				next_state = STATE_INPUT;
			end
			else begin
				next_state = STATE_REPEAT;
			end
		end
		else if (state == STATE_DONE) begin
			next_state = STATE_DONE;
		end
	end
	always @(posedge clk) begin
		if (rst) begin
			state <= STATE_INPUT;
		end
		else begin
			state <= next_state;
		end
	end
endmodule
```
`run.sh`:
```
#!/bin/bash
# OpenROAD 26Q1-2900-gdf79404cd8, Yosys 0.63+post, stock flow scripts
make -C /OpenROAD-flow-scripts/flow DESIGN_CONFIG=/design/flow/config.mk WORK_HOME=/design/flow/orfs finish
```
==> qor.yml <==
outcome:
  status: "complete, no violations"
drt:
  wl_met2_microns: 308
  wl_met3_microns: 117
  first_pass_iters: 4
  antenna_cells: 0
  via_per_inst: 2.99
  drt-initial-drc-count: 20
  drc_errors: 0
  ant_nets: 0
  wl_met1_microns: 380
  routed.top_layer: "met4"
  wl_microns: 833
  wl_per_cell_microns: 8.33
  via_count: 299
flow_run:
  warnings: 26
  maxCapViolations: 0
layout:
  drive_above_1_share_pct: 33.3
  seq_area_sq_um: 86.3
  design_area_sq_um: 536
  fillers: 394
  syn_to_final_growth_pct: 118
  largest_register_ff_count: 4
  reg_top3: "state: 4 flops"
  area.combinational_sq_um: 156
  top_register: "state"
die:
  die_h_microns: 80
  core_sq_um: 3420
  die_w_microns: 80
  dieArea_sq_um: 6400
  fp-row-count: 21
  boundaryPins: 18
  floorplan.core_util_pct: 7.18
place:
  hpwl_microns: 661
  portBuffers: 17
  placed_cell_area_sq_um: 473
  gp_congestion: 0.693
hold_path:
  hold_path_end: "state[1]"
  hold_path.startpoint: "state[1]"
  hold_class: "flip-flop to flip-flop"
  hold_path_depth: 2
global_routing:
  grtUsageTotal_pct: 2.34
  grt_pass1_wl_mm: 1.26
  grt_pass1_vias: 314
  overflow: 0
  antenna_found_initial: 0
  grt_max_degree: 10
logic_synthesis:
  mux_share_pct: 0
  ys_sh_xor_pct: 0
  ys_seq_share_pct: 32.7
  yosys.area_share.simple_pct: 29.1
  yosysCellCount: 33
  ys_warn_count: 1
  synthArstFlopShare_pct: 0
  compound_area_share_pct: 23.0
  syn_area_sq_um: 245
  ys_chip_area_sq_um: 245
  top_cells_by_count: "5 x a21oi_1, 5 x nand2b_1, 4 x buf_4, 4 x dfxtp_1"
  yosysUniqueCellTypes: 14
  ys_sh_adder_pct: 0
  numSynthFlops: 4
  flop_cell: "dfxtp_1"
  edf_count: 0
  logic_family: "simple AND/OR/NAND/NOR gates"
  topCellsByArea: "dfxtp_1 33%, nand2b_1 13%, buf_4 12%, a21oi_1 10%, o21ai_1 6.1%"
  synth.top_cell.area_share_pct: 32.7
  synth_area_leader_cell: "dfxtp_1"
  synth_cells: 33
  syn_area_per_cell_sq_um: 7.43
clock_tree:
  cts_sinks: 4
  cts_hold_buffers: 0
  cts_tree: "built"
  h-tree-depth: 1
  clockRootBuffer: "clkbuf_4"
  clkSlewWorstSetupHoldPaths_ns: 0.04
  clock_latency_ns: 0.23
  clock_path_buffers: 2
  cts_buffers: 3
worst_setup_path:
  critPathLaunchType: "flip-flop"
  slowest_stage: "clkdlybuf4s50_1"
  path_buffers: 1
  timing.rr.end: "state[0]"
  reg2reg_from: "state[3]"
  worstSetupPathType: "flip-flop to output pin"
  end_kind: "output pin"
  cpPeakStageDelay_ns: 0.48
  path_max_fanout: 6
  required_ns: 1.44
  r2r_cells: 4
  crit_chain: "nand2b_1 -> a21oi_1 -> clkdlybuf4s50_1"
  crit_family: "buffers and inverters"
  rrSetupSlack_ns: 0.66
  cp.arrival_ns: 1.40
power_and_ir_drop:
  power.total_mw: 0.283
  p_leak_nw: 0.193
  vdd_drop_max_uv: 131
  power_density_nw_per_um2: 529
final_timing:
  finalClockPeriodUsage_pct: 97.5
  rsz0062_at_grt: "true"
  max_freq_mhz: 570
  min_period_ns: 1.76
  whs_ns: 0.474
  slew_violations: 0
  tightest_slew_ns: 0.176
  finalSetupViolCount: 0
  tns_ns: 0
  finClkSkew_ns: 0.000850
  hold_viol_final: 0
  timing.slew.headroom_pct: 88.2
## per-layer routing
metal	global-route usage, %	up-vias
li1	-	155
met1	2.99	125
met2	3.13	17
met3	1.02	2
met4	1.41	0
met5	0	-
## cell families (layout without fill, tap and decap cells)
| family | count (synthesis) | after routing |
|---|---|---|
| AOI/OAI and AO/OA | 10 | 10 |
| buffers and inverters | 6 | 27 |
| and+or+nand+nor | 13 | 13 |
| DFF | 4 | 4 |
## through the flow
stage	setup WS, ns	cells	util, %
after floorplan	0.666	33	-
after global placement	-0.192	96	13.8
after detailed placement	-0.220	96	13.8
after CTS	0.0259	100	14.9
after global routing	-0.0266	100	15.7
final	0.0443	100	15.7
## power breakdown
part	switching (mW)	internal [mW]
Combinational	0.0199	0.0502
Clock	0.0345	0.0744
Sequential	0.00999	0.0943
## worst max path at each step
stage | startpoint | endpoint | slack (ns) | cells after the start
after CTS | state[2] | curr_set | 0.03 | 3
after global routing | state[3] | mode_leds[1] | -0.03 | 3
final | state[3] | mode_leds[1] | 0.04 | 3
## worst reg2reg max path, stage by stage (launching register included)
cell,delay (ns)
dfxtp_4,0.36
and3_4,0.18
buf_4,0.13
buf_4,0.12
a211o_1,0.25
## area by class of cell
class | instances | area share, %
sequential | 4 | 16.1
multi-input combinational | 23 | 29.2
timing repair buffer | 22 | 38.3
tap | 46 | 10.7
inverter | 2 | 1.40
clock buffer | 3 | 4.21
## cell usage in the layout, fill, tap and decap left out, types with 2 or more instances in the layout
cell type        count
a21oi_1              4
buf_4                5
clkbuf_4             3
clkdlybuf4s50_1     15
dfxtp_2              2
dlygate4sd2_1        2
inv_1                2
nand2b_1             4
nor2_1               2
o21ai_2              2
## what timing repair did
action	in CTS	in global routing
endpoints found under the setup margin	4	5
setup buffers	1	0
endpoints found under the hold margin	0	0
gates resized	5	8
Power figures rest on the tool's default switching activity, not on a simulated workload.
